==> ./config.mk <==
export PLATFORM = sky130hd
export DESIGN_NAME = MMS_8num
export DESIGN_NICKNAME = MMS_8num
export VERILOG_FILES = /design/flow/design.v
export SDC_FILE = /design/flow/constraint.sdc
export NUM_CORES = 4
export LEC_CHECK = 1
export CORE_UTILIZATION = 40
==> ./design.v <==
module MMS_4num(result, select, number0, number1, number2, number3);
input        select;
input  [7:0] number0;
input  [7:0] number1;
input  [7:0] number2;
input  [7:0] number3;
output reg [7:0] result; 
reg [7:0] compare_1, compare_2;
always @(select, number0, number1, number2, number3) begin
	if (select == 0) begin  
		compare_1 = (number0 > number1) ? number0 : number1;
		compare_2 = (number2 > number3) ? number2 : number3;
	end
	else begin  
		compare_1 = (number0 > number1) ? number1 : number0;
		compare_2 = (number2 > number3) ? number3 : number2;
	end
end
always @(compare_1, compare_2) begin
	if (select == 0) begin  
		result = (compare_1 > compare_2) ? compare_1 : compare_2;
	end
	else begin  
		result = (compare_1 > compare_2) ? compare_2 : compare_1;
	end
end
endmodule
module MMS_8num(result, select, number0, number1, number2, number3, number4, number5, number6, number7);
input        select;
input  [7:0] number0;
input  [7:0] number1;
input  [7:0] number2;
input  [7:0] number3;
input  [7:0] number4;
input  [7:0] number5;
input  [7:0] number6;
input  [7:0] number7;
output reg [7:0] result;
wire [7:0] compare_1, compare_2;
MMS_4num MMS_4num_1(.result(compare_1), .select(select), .number0(number0), .number1(number1), .number2(number2), .number3(number3));
MMS_4num MMS_4num_2(.result(compare_2), .select(select), .number0(number4), .number1(number5), .number2(number6), .number3(number7));
always @(select, compare_1, compare_2) begin
	if (select == 0) begin  
		result = (compare_1 > compare_2) ? compare_1 : compare_2;
	end
	else begin  
		result = (compare_1 > compare_2) ? compare_2 : compare_1;
	end
end
endmodule
==> ./constraint.sdc <==
current_design MMS_8num

set clk_period 12.8
set clk_io_pct 0.2

create_clock -name clk0 -period $clk_period

set non_clock_inputs [all_inputs -no_clocks]
set_input_delay [expr $clk_period * $clk_io_pct] -clock clk0 $non_clock_inputs
set_output_delay [expr $clk_period * $clk_io_pct] -clock clk0 [all_outputs]
==> ./run.sh <==
#!/bin/bash
# OpenROAD 26Q1-2900-gdf79404cd8, Yosys 0.63+post, stock flow scripts
make -C /OpenROAD-flow-scripts/flow DESIGN_CONFIG=/design/flow/config.mk WORK_HOME=/design/flow/orfs finish
==> CHANGELOG.md <==
## Flow update

- Fin Setup TNS: 0 ps
- Vias in the first global route: 2526
- CP Class: primary input to output pin
- Unrepaired setup endpoints after global routing: false
- # clk buffers: 0
- Via count: 2693
- Fillers: 592
- Part of the cycle the worst path needs: 0.941
- Core area: 6100 um2
- Detail Placement HPWL: 6830 um
- Avg Synthesized Cell Area: 7.74 um2
- Gr ovfl total: 0
- Post-DP Area: 3410 um2
- Hold Path Class: primary input to output pin
- Yosys Chip Area: 2590 um2
- Synth area leaders: ha_1, mux2i_1, mux2_2
- Floorplan utilization: 0.425
- All-layer global routing usage: 0.236
- Clock power share: 0
- Crit path arrival time: 9480 ps
- Slew Viols, Final: 0
- Worst-path cell with the longest stage delay: o21ai_0
- Slew margin rel.: 0.452
- CP Max Fanout: 25
- Cell count after synthesis: 335
- Crit-path leading delay family: AND-OR/OR-AND gates
- Yosys adder share: 0.270
- Final WL: 7760 um
- First-pass GRT wire length: 12100 um
- Most frequent cells after synthesis: ha_1, inv_1, mux2i_1, nand2_1, o21ai_0
- Yosys aoi share: 0.252
- # port buffers: 73
- Ys Warns: 2
- Switching power: 188 uW
- Mapped Area: 2590 um2
- Ratio of cells with drive above 1 in the final layout: 0.0743
- Initial drt markers: 95
- Xor+xnor area frac: 0.0405
- Worst path required time: 10240 ps
- Post-CTS setup buffer count: 0
- Final Hold Vio Count: 0
- Initial antenna violation count: 0
- Startpoint Class: primary input
- Tool warnings: 32
- Critical Path Most Common Cell: o21ai_0
- # Cells Yosys: 335
- Flip-flop and latch count: 0
- Routed WL per cell: 16.2 um
- Final Cell Area: 3410 um2
- ANT cells: 0
- Sequential cell area fraction in the yosys report: 0
- Top-area cell share: 0.270
- Maximum vdd ir drop: 56.5 uV
- Finish-stage setup viols: 0
- Fin cells: 479
- Netlist cell types: 45
- Die area: 6810 um2
- # resized after CTS: 0
- Largest net degree at the start of global routing: 31
- Comb area leader: adder cells
- Std-Cell Rows: 28
- Pwr dens: 108 nW/um2
- Synth area leader: ha_1
- Status: completed
- Sequential Power Share: 0
- Net Sw Frac: 0.511
- Register Area: 0 um2
- # hold bufs at CTS: 0
- Max-Cap Viols: 0
- Io pins: 73
- Worst-margin pin slew: 814 ps
- Tot Pwr: 368 uW
- Die outline width: 82.5 um
- Combinational gate area: 2430 um2
- Mux frac, synth: 0.200
- Residual DRC count: 0
- RD Place Congestion: 0.912
- Int Pwr: 180 uW
- Die height: 82.5 um
- Buf/Inv on CP: 4
- CP endpoint kind: output pin
- Layout area overhead: 31.5%
- Max Fclk: 83.0 MHz
- And+or+nand+nor area frac: 0.174
- Synth top cell by count: ha_1
- Peak per-stage delay on the critical path: 660 ps
- Antenna-violating nets left: 0
- Leakage power: 0.00151 uW
- Gate power share: 1.000
- Placed Cells: 479
- Drt first pass iters: 4
- Minimum clock period: 12040 ps
- Post-DR vias/cell: 5.62
-- cells in the final DEF, fill, tap and decap left out, drive strengths merged, types with 4 or more instances in the layout --
master,count
o211ai,7
mux2,18
a31oi,9
nand2,27
o21bai,4
inv,36
nor2,9
nand2b,6
a21oi,17
nor3,8
mux2i,29
a211oi,5
o21ai,26
ha,56
a22oi,15
nor2b,6
clkdlybuf4s50,73
nand4,19
o21a,7
-- final timing paths --
| kind | slack (ps) | startpoint | to | cells past startpoint |
|---|---|---|---|---|
| worst max-delay path | 760 | number5[1] | result[2] | 26 |
| worst min-delay path | 6260 | number3[1] | result[1] | 4 |
-- logic make-up after synthesis --
group / Yosys count
multiplexers: 47
XOR/XNOR: 6
adder cells (fa/ha/maj): 56
buffers and inverters: 43
AND-OR/OR-AND: 97
AND/OR/NAND/NOR: 86
-- per-stage QoR --
| step | worst slack (ps) | hold slack, ps | utilization |
|---|---|---|---|
| finish | 757 | 6260 | 0.560 |
| global placement | 910 | 6270 | 0.560 |
| floorplan | 2610 | 5210 | - |
| CTS | 770 | 6280 | 0.560 |
| detailed placement | 782 | 6280 | 0.560 |
| global route | 110 | 6310 | 0.560 |
-- layout make-up --
class                           instances  area share
Tap cell                               75      0.0275
Multi-Input combinational cell        292       0.712
Timing Repair Buffer                   76       0.221
Inverter                               36      0.0396
-- power by group through the flow --
stage	clock network [uW]	logic (uW)	registers, uW
4_1_cts	0	368	0
5_1_grt	0	412	0
6_report	0	368	0
-- per-layer routing --
metal,share of wire,GRT usage,up-vias
met5,0,0,-
met4,0.0079,0.0138,0
met3,0.041,0.00446,6
met2,0.46,0.419,63
met1,0.50,0.337,1204
li1,-,-,1420
-- tightest hold or removal path: stages --
cell and delay (ps):
clkdlybuf4s50_1 450, a22oi_1 170, nand3_1 110, clkdlybuf4s50_1 400
No activity file was given, so power comes from the tool's default toggle rates.
